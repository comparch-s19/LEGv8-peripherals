<file path="flow/design.v">
module Timer_TS (data, address, mem_write, mem_read, size, clock, reset);
    parameter BASE_ADDR = 32'h80000000;  
    localparam ADDR_WIDTH = 8;  
    inout [63:0] data;
    input [31:0] address;
    input mem_write, mem_read;
    input [1:0] size;  
    input clock, reset;
    wire chip_select;
    AddressDetect detect_timer (address, chip_select);
    defparam detect_timer.base_address = BASE_ADDR;
    defparam detect_timer.address_mask = 32'hFFFFFFFF << ADDR_WIDTH;
    Timer16bit timer (data, address[ADDR_WIDTH-1:0], chip_select, mem_read, mem_write, size, clock, reset);
    defparam timer.ADDR_WIDTH = ADDR_WIDTH;
endmodule
module Timer16bit (data, address, chip_select, mem_read, mem_write, size, clock, reset);
    parameter ADDR_WIDTH = 8;
    inout [63:0] data;
    input [ADDR_WIDTH-1:0] address;
    input chip_select, mem_write, mem_read;
    input [1:0] size;  
    input clock, reset;
    wire [15:0] period;
    wire [15:0] count;
    wire [7:0] conditions;
    wire [63:0] data_out;
    Mux4to1Nbit data_mux (
        .F(data_out),
        .S(address[4:3]),
        .I0({ 48'b0, count }),
        .I1({ 56'b0, conditions }),
        .I2({ 48'b0, period }),
        .I3(64'bz)
    );
    defparam data_mux.N = 64;
    assign data = (chip_select & mem_read & ~mem_write) ? data_out : 64'bz;
    wire period_load;
    assign period_load = (address[4:3] == 2'b10 && chip_select && mem_write && ~mem_read) ? 1'b1 : 1'b0;
    RegisterNbit PERIODX (period, data[15:0], period_load, reset, clock);
    defparam PERIODX.N = 16;
    wire [7:0] conditions_in;
    wire [7:0] timer_conditions_out;
    assign conditions_in = (address[4:3] == 2'b01 && chip_select && mem_write && ~mem_read) ? data[7:0] : timer_conditions_out;
    RegisterNbit TCONX (conditions, conditions_in, 1'b1, reset, ~clock);
    defparam TCONX.N = 8;
    Counter16bit TMRX (count, period, timer_conditions_out, conditions, clock, reset);
endmodule
module Counter16bit (count, period, conditions_out, conditions, clk, rst);
    output reg [15:0] count;
    output reg [7:0] conditions_out;
    input [7:0] conditions;
    input [15:0] period;
    input clk, rst;
    reg [15:0] previous_value;
    integer i;
    always @(posedge clk or posedge rst) begin
        if (rst) begin
            count <= 0;
            conditions_out <= 0;
        end
        else if (conditions[3]) begin
            count <= 0;
            conditions_out <= 0;
        end
        else begin
            previous_value <= count;
            if (conditions[0]) begin
                for (i = 0; i < 8; i = i + 1) begin
                    if (i == 1 && conditions[1] == 1'b1)
                        conditions_out[i] <= 1;
                    else begin 
                        conditions_out[i] <= conditions[i];
                    end
                end
                count <= count + 1;
                if (count[15] != previous_value[15]) begin
                    conditions_out[1] <= 1;
                end
                if (conditions[2] && (count >= period)) begin
                    count <= 0;
                    conditions_out[1] <= 1;
                end
            end
            else begin
                count <= count;
            end
        end
    end
endmodule
</file>
<file path="flow/run.sh">
#!/bin/bash
# OpenROAD 26Q1-2900-gdf79404cd8, Yosys 0.63+post, stock flow scripts
make -C /OpenROAD-flow-scripts/flow DESIGN_CONFIG=/design/flow/config.mk WORK_HOME=/design/flow/orfs finish
</file>
<file path="flow/config.mk">
export PLATFORM = sky130hd
export DESIGN_NAME = Counter16bit
export DESIGN_NICKNAME = Counter16bit
export VERILOG_FILES = /design/flow/design.v
export SDC_FILE = /design/flow/constraint.sdc
export NUM_CORES = 4
export LEC_CHECK = 1
export CORE_AREA = 10 10 102 102
export DIE_AREA = 0 0 112 112
</file>
<file path="flow/constraint.sdc">
current_design Counter16bit

set clk_period 3.8
set clk_io_pct 0.2

create_clock -name clk0 -period $clk_period [get_ports {clk}]

set non_clock_inputs [all_inputs -no_clocks]
set_input_delay [expr $clk_period * $clk_io_pct] -clock clk0 $non_clock_inputs
set_output_delay [expr $clk_period * $clk_io_pct] -clock clk0 [all_outputs]
</file>
==> run_results.csv <==
group,metric,value,unit
status,status,"finished clean",
global_route,grt_pass1_vias,1635,
pwr,power,0.000539,W
die,die_h,112,um
routing,drt-initial-drc-count,93,
global_route,grt_pass1_wl,8240,um
sta,grt_setup_unrepaired,"no",
die,core-area,8220,um2
layout,syn2layout_area_growth,35.3,%
layout,final_area,2430,um2
layout,logic_area,1050,um2
global_route,grtUsageTotal,7.62,%
global_route,overflow,0,
clock_network,cts_tree,"built",
routing,wl,5010,um
clock_network,postCtsSetupRepairBufs,0,
clock_network,clockBufferDepth,2,
die,io_pins,50,
synthesis,yosysWarnings,3,
synthesis,common_cells,"dfrtp_1 (23), nand2_1 (22), inv_1 (21)",
synthesis,ys_area,1790,um2
clock_network,cts_resized,0,
layout,nFillCells,837,
synthesis,netlist_instances,209,
clock_network,ctsHtreeMaxLevel,1,
die,die-area,12500,um2
setup_path,crit_chain,"clkdlybuf4s50_1, inv_1, ha_1, nand4_1, nor3_1, nor4_1, a21boi_4, o221ai_1, a31oi_1",
setup_path,slowest_stage,"a21boi_4",
synthesis,numSynthFlops,24,
placement,postPlaceCellArea,2370,um2
global_route,grt_max_degree,27,
synthesis,most_common_cell,"dfrtp_1",
sta,finalSetupViolCount,0,
synthesis,yosysSeqAreaShare,33.8,%
sta,finalCritPeriodShare,79.9,%
sta,final-hold-violation-count,0,
routing,antenna_left,0,
setup_path,crit_required,3990,ps
die,die_w,112,um
synthesis,ys.flop_type,"dfrtp_1",
clock_network,numCtsBuffers,3,
placement,dpl.hpwl,3680,um
clock_network,clk_pin_slew,80,ps
run,warnings,25,
routing,drt_first_pass_iters,4,
die,rows,33,
routing,vias_per_cell,4.75,
pwr,power.leakage,1.03,nW
synthesis,largest_area_cell,"dfrtp_1",
routing,drt_drc_violations_left,0,
pwr,power_density,222,nW/um2
clock_network,numClockSinks,24,
setup_path,cp_data_arrival_time,3230,ps
routing,num_antenna_cells,0,
setup_path,start_kind,"input port",
placement,place.gp.congestion,0.787,
clock_network,clk_latency,270,ps
synthesis,ys_cells,209,
clock_network,cts_root_buffer,"clkbuf_8",
setup_path,critPathKind,"in -> reg",
sta,tns,0,ps
sta,drv_slew,0,
sta,max_slew_margin,56.9,%
setup_path,crit_path_max_fanout,24,
layout,layout-drive-gt1-share,5.53,%
routing,avgRoutedWirePerCell,14.0,um
setup_path,critical_path.max_stage_delay,640,ps
run,max_cap_viol_count,0,
layout,final-seq-area,606,um2
synthesis,synth-edff-count,1,
synthesis,synth_area,1790,um2
die,fp_util,21.8,%
routing,vias,1702,
synthesis,syn_area_per_cell,8.58,um2
synthesis,ys_async_sr_fraction,95.8,%
sta,worstMarginPinSlew,645,ps
pwr,vdd_drop_max,0.149,mV
synthesis,topCellsByArea,"dfrtp_1 (32%), ha_1 (12%), nand2_1 (4.6%)",
global_route,antenna_found_initial,0,
sta,finalCriticalPeriod,3040,ps
sta,skew,3.26,ps
clock_network,cts_hold_buf,0,
hold_path,hold_path.class,"reg -> reg",
synthesis,yosys.area.top_type_share,32.1,%
sta,max_freq,0.329,GHz
placement,io_buffer_count,48,
setup_path,end_kind,"register",
synthesis,synthDistinctLibCells,41,
==> worst max-delay path, delay by kind of cell <==
kind / cells / cell delay [ps]
compound gates: 3 / 1030
simple gates: 3 / 660
buf+inv: 2 / 490
fa+ha+maj: 1 / 280
==> worst paths after layout <==
kind / to / start / slack, ps / cells past startpoint
min reg2reg: conditions_out[0] / conditions_out[0] / 520 / 2
min: conditions_out[0] / conditions_out[0] / 520 / 2
min in group asynchronous: conditions_out[1] / rst / 850 / 3
max reg2reg: count[14] / count[12] / 1190 / 7
max in group asynchronous: count[2] / rst / 2710 / 3
max: count[14] / period[13] / 760 / 9
==> layer usage <==
metal / vias up / global-route usage [%] / part of all wire, %
li1: 838 / - / -
met1: 814 / 9.77 / 46
met2: 50 / 13.2 / 49
met3: 0 / 2.06 / 5.4
met4: 0 / 0.169 / 0
met5: - / 0 / 0
==> stage by stage <==
| stage | cells | hold WS (ps) | util (%) | setup slack [ps] |
|---|---|---|---|---|
| after CTS | 358 | 522 | 29.5 | 782 |
| after detailed placement | 354 | 498 | 28.9 | 509 |
| after global routing | 358 | 546 | 29.5 | 617 |
| after floorplan | 209 | 437 | - | 1500 |
| final | 358 | 515 | 29.5 | 765 |
| after global placement | 354 | 476 | 28.9 | 549 |
==> cells by family (layout without fill, tap and decap cells) <==
group	count (synthesis)	count (layout)	synth area share (%)
AND-OR/OR-AND	55	55	22.5
XOR/XNOR	1	1	0.489
adder cells (fa/ha/maj)	17	17	11.9
buffers and inverters	32	76	7.54
flip-flops	24	24	33.8
multiplexers	5	5	2.79
other	1	1	0.209
AND/OR/NAND/NOR	74	74	20.9
==> registers in the layout, summed over array words and instances, names as in the netlist <==
register / count
count: 16
conditions_out: 7
previous_value: 1
==> cell usage in the layout (no fill, tap or decap), types with 2 or more instances in the layout <==
cell,instances
a211oi_1,2
a21oi_1,13
a31oi_1,7
and2_1,4
and3_1,5
buf_4,3
clkbuf_8,4
clkdlybuf4s50_1,48
dfrtp_1,23
ha_1,17
inv_1,21
mux2i_1,5
nand2_1,22
nand2b_1,5
nand3_1,5
nand4_1,3
nor2_1,16
nor3_1,5
nor4_1,3
o2111ai_1,2
o211ai_1,10
o21a_1,2
o21ai_0,5
o221ai_1,3
o22ai_1,4
==> where the power goes <==
part / switching [W] / internal [W] / total, W
Sequential: 0.00000465 / 0.000263 / 0.000268
Combinational: 0.0000418 / 0.0000533 / 0.0000951
Clock: 0.0000836 / 0.0000926 / 0.000176
Total: 0.000130 / 0.000409 / 0.000539
==> cell type report <==
cell class                 instances  share of cell area [%]
timing repair buffer              51                    20.7
sequential                        24                    25.0
multi-input combinational        153                    43.4
clock buffer                       4                    2.27
inverter                          21                    3.25
tap                              105                    5.42
No activity file was given, so power comes from the tool's default toggle rates.
