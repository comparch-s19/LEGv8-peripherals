===== ./config.mk =====
export PLATFORM = sky130hd
export DESIGN_NAME = address_select
export DESIGN_NICKNAME = address_select
export VERILOG_FILES = /design/flow/design.v
export SDC_FILE = /design/flow/constraint.sdc
export NUM_CORES = 4
export LEC_CHECK = 1
export CORE_AREA = 10 10 70 70
export DIE_AREA = 0 0 80 80

===== ./constraint.sdc =====
current_design address_select

set clk_period 1.8
set clk_io_pct 0.2

create_clock -name clk0 -period $clk_period

set non_clock_inputs [all_inputs -no_clocks]
set_input_delay [expr $clk_period * $clk_io_pct] -clock clk0 $non_clock_inputs
set_output_delay [expr $clk_period * $clk_io_pct] -clock clk0 [all_outputs]

===== ./design.v =====
module timer(clk, rst, data, address, write_en, read_en, OCxA, OCxB);
    input clk, rst, write_en, read_en;
    input [31:0] address;
    inout [63:0] data;
    output OCxA, OCxB;
    wire [11:0] control_reg;
    wire [2:0] int_reg;
	wire [63:0] compA_top, compB_top;
    wire [63:0] timer_value;
    wire timer_clk;
    wire address_en;
	wire [4:0] reg_select_word;
	wire TCCRx_L, TCNTx_L, OCRxA_L, OCRxB_L, TIFRx_L;
    wire FOCxA, FOCxB;
    wire [1:0] COMxA, COMxB;
    wire [2:0] WGMx, CSx;
    wire OCFxA, OCFxB, TOVx; 
    wire [2:0] int_reg_in;
    wire timer_en, clk_src, ext_clk_edge;
    wire dir, timer_clear;
    wire [1:0] pwm_control_a, pwm_control_b;
    parameter base_address = 32'h00000000;
    parameter TCCRx_address = 32'h00000000;
    parameter TCNTx_address = 32'h00000001;
    parameter OCRxA_address = 32'h00000002;
    parameter OCRxB_address = 32'h00000003;
    parameter TIFRx_address = 32'h00000004;
    AddressDetect address_detect(address, address_en);
    defparam address_detect.base_address = base_address;
    defparam address_detect.address_mask = 32'hFFFFF000;
	reg_write_sel reg_write_sel(address, address_en, write_en, TCCRx_address, TCNTx_address, OCRxA_address, OCRxB_address, TIFRx_address, reg_select_word);
	assign TCCRx_L = reg_select_word[0];
	assign TCNTx_L = reg_select_word[1];
	assign OCRxA_L = reg_select_word[2];
	assign OCRxB_L = reg_select_word[3];
    assign TIFRx_L = reg_select_word[4];
    reg_read_sel reg_read_sel(address, address_en, read_en, data, TCCRx_address, TCNTx_address, OCRxA_address, OCRxB_address, TIFRx_address, {52'b0, control_reg}, timer_value, compA_top, compB_top, {61'b0, int_reg});
    TCCRx TCCRx(clk, timer_clk, rst, TCCRx_L, data, control_reg);
    assign WGMx = control_reg[2:0];
    assign COMxB = control_reg[4:3];
    assign COMxA = control_reg[6:5];
    assign CSx = control_reg[9:7];
    assign FOCxB = control_reg[10];
    assign FOCxA = control_reg[11];
    assign int_reg_in[0] = TOVx;
    assign int_reg_in[1] = OCFxB;
    assign int_reg_in[2] = OCFxA;
    TIFRx TIFRx(clk, timer_clk, rst, TIFRx_L, data, int_reg, int_reg_in);
    OCRxn OCRxA(clk, rst, OCRxA_L, data, compA_top);
    OCRxn OCRxB(clk, rst, OCRxB_L, data, compB_top);
    clk_sel_div clk_sel_div(clk, timer_clk, CSx, rst, timer_en, clk_src, ext_clk_edge);
    TCNTx TCNTx(clk, timer_clk, dir, timer_clear|rst, timer_en, rst, TCNTx_L, data,  timer_value);
    pwm_reg pwm_a(clk, timer_clk, rst, pwm_control_a, OCxA);
    pwm_reg pwm_b(clk, timer_clk, rst, pwm_control_b, OCxB);
    timer_control timer_control(clk, timer_clk, rst, dir, timer_clear, timer_value, WGMx, COMxA, COMxB, FOCxA, FOCxB, compA_top, compB_top, TOVx, OCFxA, OCFxB, pwm_control_a, pwm_control_b);
endmodule
module TCCRx(clk, timer_clk, rst, load, D, Q);
    input clk, timer_clk, rst, load;
    input [11:0] D;
    output reg [11:0] Q;
    always @(negedge clk or posedge timer_clk) begin
        if(clk == 1'b0) begin  
            if(rst) Q <= 11'b0;
            else if(load) Q <= D;
        end
        else if(timer_clk == 1'b1) begin  
            Q[11] <= 1'b0;  
            Q[10] <= 1'b0;
            Q[9:0] <= Q[9:0];
        end
    end
endmodule
module OCRxn(clk, rst, load, D, Q);
    input clk, rst, load;
    input [63:0] D;
    output reg [63:0] Q;
    always @(negedge clk) begin
        if(rst) Q <= 64'b0;
        else if(load) Q <= D;
    end
endmodule
module TIFRx(clk, timer_clk, rst, load, D, Q, int_reg_in);
    input clk, timer_clk, rst, load;
    input [2:0] int_reg_in;
    input [63:0] D;
    output reg [2:0] Q;
    always @(negedge clk or posedge timer_clk) begin
        if(clk == 1'b0) begin  
            if(rst) Q <= 3'b0;
            else if(load) Q <= D[2:0];
        end
        if(timer_clk == 1'b1) begin  
            Q <= int_reg_in;
        end
    end
endmodule
module TCNTx(clk, timer_clk, dir, clear, timer_en, rst, load, D, Q);
    input clk, timer_clk, dir, clear, rst, load, timer_en;
    input [63:0] D;
    output reg [63:0] Q;
    always @(negedge clk or posedge timer_clk) begin
        if(clk == 1'b0) begin  
            if(rst) Q <= 64'b0;
            else if(load) Q <= D;
        end
        if(timer_clk == 1'b1) begin  
            if(clear) Q <= 64'b0;
            else begin
                if(dir) Q <= Q + 1'b1;
                else Q <= Q - 1'b1;
            end
        end
    end
endmodule
module pwm_reg(clk, timer_clk, rst, control, Q);
    input clk, timer_clk, rst;
    input [1:0] control;
    output reg Q;
    always@(negedge clk or posedge timer_clk) begin
        if(clk == 1'b0) begin  
            if(rst) Q <= 1'b0;
        end
        if(timer_clk == 1'b1) begin  
            case(control)  
                2'b00: Q <= 1'b0;
                2'b01: Q <= 1'b1;
                2'b10: Q <= ~Q;
                2'b11: Q <= Q;
            endcase 
        end
    end
endmodule
module timer_control(clk, timer_clk, rst, dir, clear, timer_value, WGMx, COMxA, COMxB, FOCxA, FOCxB, OCRxA, OCRxB, TOVx, OCFxA, OCFxB, pwm_control_a, pwm_control_b);
    input clk, timer_clk, rst, FOCxA, FOCxB;
    input [1:0] COMxA, COMxB;
    input [2:0] WGMx;
    input [63:0] timer_value, OCRxA, OCRxB;
    output reg dir, clear, TOVx, OCFxA, OCFxB;
    output reg [1:0] pwm_control_a, pwm_control_b;
    always @* begin
        if(timer_value == OCRxA)
            OCFxA <= 1'b1;
        else
            OCFxA <= 1'b0;
        if(timer_value == OCRxB)
            OCFxB <= 1'b1;
        else
            OCFxB <= 1'b0;
        if(COMxA == 2'b00)
            pwm_control_a <= 2'b00;
        if(COMxB == 2'b00)
            pwm_control_b <= 2'b00;
        if(WGMx == 3'b000 || WGMx == 3'b001) begin
            dir <= 1'b1;
            if(WGMx == 3'b000) begin  
                if(timer_value == 64'hFFFFFFFFFFFFFFFF) begin
                    clear <= 1'b1;
                    TOVx <= 1'b1;
                end
                else begin
                    clear <= 1'b0;
                    TOVx <= 1'b0;
                end
            end
            else if(WGMx == 3'b001) begin  
                if(timer_value == OCRxA) begin
                    clear <= 1'b1;
                    TOVx <= 1'b1;
                end
                else begin
                    clear <= 1'b0;
                    TOVx <= 1'b0;
                end
            end
            if(timer_value == OCRxA || FOCxA) begin
                case(COMxA)
                    2'b01: pwm_control_a <= 2'b10;  
                    2'b10: pwm_control_a <= 2'b00;  
                    2'b11: pwm_control_a <= 2'b01;  
                    default: pwm_control_a <= 2'b00;
                endcase
            end
            else if(timer_clk == 1'b0 && COMxA == 2'b01)  
                pwm_control_a <= 2'b11;  
            if(timer_value == OCRxB || FOCxB) begin
                case(COMxB)
                    2'b01: pwm_control_b <= 2'b10; 
                    2'b10: pwm_control_b <= 2'b00;
                    2'b11: pwm_control_b <= 2'b01;
                    default: pwm_control_b <= 2'b00;
                endcase
            end
            else if(timer_clk == 1'b0 && COMxA == 2'b01)
                pwm_control_b <= 2'b11;
        end
        if(WGMx == 3'b010 || WGMx == 3'b011) begin
            if(WGMx == 3'b010) begin  
                if(timer_value == 64'hFFFFFFFFFFFFFFFF) begin
                    dir <= 1'b0;
                end
                else if(timer_value == 64'b0) begin
                    dir <= 1'b1;
                    TOVx <= 1'b1;
                end
                else
                    TOVx <= 1'b0;
            end
            else if(WGMx == 3'b011) begin  
                if(timer_value == OCRxA) begin
                    dir <= 1'b0;
                end
                else if(timer_value == 64'b0) begin
                    dir <= 1'b1;
                    TOVx <= 1'b1;
                end
                else
                    TOVx <= 1'b0;
            end
            if(timer_value == OCRxA) begin
                case(COMxA)
                    2'b01: begin
                        if(WGMx == 3'b011) pwm_control_a <= 2'b10;  
                        else pwm_control_a <= 2'b00;  
                    end
                    2'b10: begin  
                        if(dir) pwm_control_a <= 2'b00; 
                        else pwm_control_a <= 2'b01;
                    end
                    2'b11: begin  
                        if(dir) pwm_control_a <= 2'b01;
                        else pwm_control_a <= 2'b00;
                    end
                    default: pwm_control_a <= 2'b00;
                endcase
            end
            else if(timer_clk == 1'b0 && COMxA == 2'b01 && WGMx == 3'b011)  
                pwm_control_a <= 2'b11;
            if(timer_value == OCRxB) begin
                case(COMxB)
                    2'b01: pwm_control_b <= 2'b00;
                    2'b10: begin
                        if(dir) pwm_control_b <= 2'b00;
                        else pwm_control_b <= 2'b01;
                    end
                    2'b11: begin
                        if(dir) pwm_control_b <= 2'b01;
                        else pwm_control_b <= 2'b00;
                    end
                    default: pwm_control_b <= 2'b00;
                endcase
            end
        end
    end
endmodule
module clk_sel_div(clk_in, clk_out, clk_select, rst, clk_en, clk_src, ext_clk_edge);
    input clk_in, rst;
    input [2:0] clk_select;
    output clk_out;
    output reg clk_en;  
    output reg clk_src;  
    output reg ext_clk_edge;  
    reg [10:0] prescaler;
    reg clk_same;  
    always @(clk_select) begin
        case(clk_select)
            3'b000: begin 
                clk_en <= 1'b0;
                clk_same <= 1'b0;
                clk_src <= 1'b0;
                prescaler <= 11'd1;
                ext_clk_edge <= 1'b0;
            end
            3'b001: begin
                clk_en <= 1'b1;
                clk_same <= 1'b1;
                clk_src <= 1'b0;
                prescaler <= 11'd1;
                ext_clk_edge <= 1'b0;
            end
            3'b010: begin
                clk_en <= 1'b1;
                clk_same <= 1'b0;
                clk_src <= 1'b0;
                prescaler <= 11'd8;
                ext_clk_edge <= 1'b0;
            end
            3'b011: begin
                clk_en <= 1'b1;
                clk_same <= 1'b0;
                clk_src <= 1'b0;
                prescaler <= 11'd64;
                ext_clk_edge <= 1'b0;
            end
            3'b100: begin
                clk_en <= 1'b1;
                clk_same <= 1'b0;
                clk_src <= 1'b0;
                prescaler <= 11'd256;
                ext_clk_edge <= 1'b0;
            end
            3'b101: begin
                clk_en <= 1'b1;
                clk_same <= 1'b0;
                clk_src <= 1'b0;
                prescaler <= 11'd1024;
                ext_clk_edge <= 1'b0;
            end
            3'b110: begin  
                clk_en <= 1'b1;
                clk_same <= 1'b0;
                clk_src <= 1'b1;
                prescaler <= 11'd1;
                ext_clk_edge <= 1'b0;
            end
            3'b111: begin  
                clk_en <= 1'b1;
                clk_same <= 1'b0;
                clk_src <= 1'b1;
                prescaler <= 11'd1;
                ext_clk_edge <= 1'b1;
            end
        endcase
    end
    reg clk_dvd;  
    assign clk_out = clk_same ? clk_in : clk_dvd;  
    reg [10:0] count;
    wire [10:0] divider = prescaler / 2'd2 - 1'b1;
    initial
        clk_dvd <= 1'b0;
    always @(posedge clk_in or posedge rst) begin
        if(rst) begin
            count <= 11'b0;
            clk_dvd <= 1'b0;
        end
        else if(clk_en && !clk_same && !clk_src) begin
            if(count == divider) begin
                count <= 11'b0;
                clk_dvd <= ~clk_dvd;
            end
            else begin
                count <= count + 1'b1;
            end
        end
    end
endmodule
module ext_clk_edge_detector(ext_clk, clk_out, ext_clk_edge);
    input ext_clk, ext_clk_edge;
    output clk_out;
    reg clk_out_pos, clk_out_neg;
    initial begin
        clk_out_pos <= 1'b0;
        clk_out_neg <= 1'b0;
    end
    always @(posedge ext_clk)
        clk_out_pos <= ~clk_out_pos;
    always @(negedge ext_clk)
        clk_out_neg <= ~clk_out_neg;
    assign clk_out = ext_clk_edge ? clk_out_pos : clk_out_neg;
endmodule
module address_select(address, base_address, address_en);
    input [31:0] address, base_address;
    output reg address_en;
    always @* begin
        if(address[31:3] == base_address[31:3])
            address_en = 1'b1;
        else
            address_en = 1'b0;
    end
endmodule
module reg_write_sel(address, address_en, write_en, TCCRx_address, TCNTx_address, OCRxA_address, OCRxB_address, TIFRx_address, reg_select_word);
	input [31:0] address, TCCRx_address, TCNTx_address, OCRxA_address, OCRxB_address, TIFRx_address;
    input address_en, write_en;
	output reg [4:0] reg_select_word;
    always @* begin
        if(address_en && write_en) begin
		    case(address)
			    TCCRx_address: reg_select_word <= 5'b00001;
			    TCNTx_address: reg_select_word <= 5'b00010;
			    OCRxA_address: reg_select_word <= 5'b00100;
			    OCRxB_address: reg_select_word <= 5'b01000;
			    TIFRx_address: reg_select_word <= 5'b10000;
                default: reg_select_word <= 5'b00000;
		    endcase
        end
        else
            reg_select_word <= 5'b00000;
	end
endmodule
module reg_read_sel(address, address_en, read_en, data, TCCRx_address, TCNTx_address, OCRxA_address, OCRxB_address, TIFRx_address, TCCRx, TCNTx, OCRxA, OCRxB, TIFRx);
    input [31:0] address, TCCRx_address, TCNTx_address, OCRxA_address, OCRxB_address, TIFRx_address;
    input address_en, read_en;
    input [63:0] TCCRx, TCNTx, OCRxA, OCRxB, TIFRx;
    output reg [63:0] data;
    always @* begin
        if(address_en && read_en) begin
            case(address)
			    TCCRx_address: data <= TCCRx;
			    TCNTx_address: data <= TCNTx;
			    OCRxA_address: data <= OCRxA;
			    OCRxB_address: data <= OCRxB;
			    TIFRx_address: data <= TIFRx;
                default: data <= 64'bz;
		    endcase
        end
        else
            data <= 64'bz;
    end
endmodule

===== ./run.sh =====
#!/bin/bash
# OpenROAD 26Q1-2900-gdf79404cd8, Yosys 0.63+post, stock flow scripts
make -C /OpenROAD-flow-scripts/flow DESIGN_CONFIG=/design/flow/config.mk WORK_HOME=/design/flow/orfs finish

==> impl_metrics.sql <==
-- load yosys + openroad results
INSERT INTO impl_metrics (metric_group, metric, value, unit) VALUES
('synthesis', 'yosys_area', '320', 'µm²'),
('drt', 'antenna_left', '0', ''),
('pwr', 'power_leakage', '0.449', 'nW'),
('global_routing', 'busiest_layer', 'met1', ''),
('pwr', 'vdd.ir_drop.worst', '0.0000507', 'V'),
('pwr', 'power', '0.161', 'mW'),
('sta', 'post_route_setup_slack', '0.0289', 'ns'),
('synthesis', 'syn_area', '320', 'µm²'),
('setup_path', 'worstSetupPathType', 'in2out', ''),
('run', 'max_cap_violations', '0', ''),
('hold_path', 'min-delay-path-class', 'in2out', ''),
('global_routing', 'groute.layer.met2.usage', '5.86', '%'),
('layout', 'final_core_util', '26.1', '%'),
('sta', 'tightest_slew', '0.246', 'ns'),
('drt', 'detail_route.drc_violations', '0', ''),
('drt', 'viasPerCell', '3.49', ''),
('setup_path', 'nature_of_the_critical_path_endpoint', 'output pin', ''),
('die', 'ioPinCount', '65', ''),
('sta', 'layout_worst_path_cycle_share', '98.4', '%'),
('sta', 'slew-limit-headroom', '83.5', '%'),
('layout', 'area_growth_syn_to_layout', '178', '%'),
('synthesis', 'yosysUniqueCellTypes', '7', ''),
('synthesis', 'synth-warning-count', '3', ''),
('cts', 'cts_hold_buffers', '0', ''),
('global_routing', 'grt_max_degree', '2', ''),
('die', 'die_height', '80', 'µm'),
('sta', 'finalMaxSlewViolations', '0', ''),
('placement', 'placement.io_buffers', '59', ''),
('placement', 'placed_instances', '144', ''),
('global_routing', 'grt.overflow.total', '0', ''),
('pwr', 'p_per_cell_area', '181', 'nW/µm²'),
('global_routing', 'grt_util_all_layers', '4.80', '%'),
('sta', 'timing.final.hold_violations', '0', ''),
('cts', 'post_cts.repair.setup_buffers', '0', ''),
('setup_path', 'setup.worst_path.start_class', 'input pin', ''),
('layout', 'clock_buffers', '0', ''),
('die', 'core', '3420', 'µm²'),
('run', 'stage_log_warnings', '40', ''),
('setup_path', 'critical_path.max_stage_delay', '0.47', 'ns'),
('synthesis', 'synth_area_per_cell', '8.21', 'µm²'),
('sta', 'fmax', '565', 'MHz'),
('layout', 'stdcell_count', '144', ''),
('global_routing', 'grt_antenna_before_repair', '0', ''),
('drt', 'drt_first_pass_iters', '2', ''),
('global_routing', 'first_global_vias', '587', ''),
('sta', 'grt_setup_unrepaired', 'yes', ''),
('synthesis', 'synthCells', '39', ''),
('placement', 'worst_case_setup_slack_after_placement', '-0.728', 'ns'),
('layout', 'flops', '0', ''),
('placement', 'gpl.final_weighted_congestion', '0.844', ''),
('die', 'rows', '21', ''),
('layout', 'final-seq-area', '0', 'µm²'),
('setup_path', 'cp_slowest_cell', 'sky130_fd_sc_hd__clkdlybuf4s50_1', ''),
('die', 'floorplan.die.width', '80', 'µm'),
('setup_path', 'crit_path_max_fanout', '1', ''),
('die', 'floorplanUtilization', '9.38', '%'),
('sta', 'period_minus_slack', '1.77', 'ns'),
('drt', 'routed_wirelength', '1710', 'µm'),
('global_routing', 'grt_first_pass_wirelength', '2530', 'µm'),
('placement', 'post-dp-hpwl', '1570', 'µm'),
('outcome', 'outcome', 'completed', ''),
('drt', 'antenna-diode-count', '0', ''),
('die', 'chip_area', '6400', 'µm²'),
('drt', 'vias', '502', ''),
('synthesis', 'seq_area_frac_synth', '0', '%'),
('global_routing', 'gr-usage-met3', '4.20', '%'),
('drt', 'drt_first_iter_violations', '3', ''),
('setup_path', 'worst_ep_arrival_time', '1.41', 'ns'),
('synthesis', 'yosysCellCount', '39', ''),
('setup_path', 'path_cells', 'clkdlybuf4s50_1 -> xnor2_1 -> nand3_1 -> nor4_2 -> buf_2', ''),
('layout', 'drive_above_1_share', '31.6', '%'),
('setup_path', 'timing.critical_path.required', '1.44', 'ns'),
('global_routing', 'global_route.usage.met1', '6.46', '%'),
('drt', 'detail_route.wl_per_cell', '11.8', 'µm'),
('sta', 'setup_viol', '0', '');
[cell families after synthesis]
group | Yosys count | share of synthesized area, %
xor gates and xnor gates | 29 | 79.3
and+or+nand+nor | 10 | 20.7
[metrics by stage]
stage | TNS [ns] | cell area, µm² | hold slack (ns)
2_1_floorplan | 0 | 320 | 0.864
3_3_place_gp | -0.727 | 968 | 1.80
3_5_place_dp | -0.728 | 968 | 1.79
4_1_cts | -0.0512 | 868 | 1.25
5_1_grt | -0.121 | 891 | 1.18
6_report | 0 | 891 | 1.12
[power by group]
part	internal, mW	leakage (nW)	switching, mW
sequential	0	0	0
clock	0	0	0
combinational	0.107	0.449	0.0543
[critical path, delay by kind of cell]
family / cells / cell delay (ns)
xor gates and xnor gates: 1 / 0.11
buffers and inverters: 2 / 0.61
and+or+nand+nor: 2 / 0.33
[layout by cell type (no fill, tap or decap)]
| cell | count |
|---|---|
| sky130_fd_sc_hd__dlygate4sd2_1 | 11 |
| sky130_fd_sc_hd__nand4_1 | 3 |
| sky130_fd_sc_hd__nor4_2 | 3 |
| sky130_fd_sc_hd__nor3_1 | 1 |
| sky130_fd_sc_hd__xnor2_2 | 1 |
| sky130_fd_sc_hd__dlymetal6s2s_1 | 8 |
| sky130_fd_sc_hd__buf_6 | 3 |
| sky130_fd_sc_hd__clkdlybuf4s50_1 | 4 |
| sky130_fd_sc_hd__xnor2_1 | 9 |
| sky130_fd_sc_hd__xor2_2 | 1 |
| sky130_fd_sc_hd__buf_2 | 17 |
| sky130_fd_sc_hd__clkdlybuf4s15_1 | 10 |
| sky130_fd_sc_hd__clkbuf_2 | 6 |
| sky130_fd_sc_hd__nand3_1 | 1 |
| sky130_fd_sc_hd__xor2_1 | 18 |
| sky130_fd_sc_hd__nor4_1 | 2 |
[cell type report]
| type | instances | area [µm²] |
|---|---|---|
| multi-input cells | 39 | 348 |
| repair buffers | 59 | 485 |
| well taps | 46 | 57.6 |
| fillers | 386 | 2520 |
[layer usage]
| layer | share of wire, % | vias to the layer above |
|---|---|---|
| met2 | 27 | 57 |
| met5 | 0 | - |
| met3 | 22 | 0 |
| met1 | 51 | 193 |
| met4 | 0 | 0 |
| li1 | - | 252 |
[synth_stat cells]
cell | n | share of area, %
sky130_fd_sc_hd__nor3_1 | 1 | 1.6
sky130_fd_sc_hd__nand4_1 | 3 | 5.9
sky130_fd_sc_hd__nor4_2 | 1 | 3.9
sky130_fd_sc_hd__xnor2_1 | 10 | 27
sky130_fd_sc_hd__nand3_1 | 1 | 1.6
sky130_fd_sc_hd__xor2_1 | 19 | 52
sky130_fd_sc_hd__nor4_1 | 4 | 7.8
[repair_timing]
action	4_1_cts	5_1_grt
pin swaps	29	14
hold endpoints to repair	0	0
gates cloned	0	0
setup endpoints to repair	1	1
gates resized	111	22
[worst paths after layout]
| check | from | endpoint | slack [ns] | depth (start not counted) |
|---|---|---|---|---|
| setup / recovery | address[16] | address_en | 0.03 | 5 |
| hold / removal | base_address[20] | address_en | 1.12 | 5 |
Power figures rest on the tool's default switching activity, not on a simulated workload.
